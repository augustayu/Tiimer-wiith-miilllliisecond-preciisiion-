--- design.v ---
`timescale 1ns / 1ps
module ms_timer(
input clk,
input inc,
input wire switch,  
input rst,  
output reg [7:0] num,  
output reg [3:0] loc 
    );
parameter  SEG_NUM0 = 8'b00000011,   
           SEG_NUM1 = 8'b10011111,
			  SEG_NUM2 = 8'b00100101,
			  SEG_NUM3 = 8'b00001101,
			  SEG_NUM4 = 8'b10011001,
			  SEG_NUM5 = 8'b01001001,
			  SEG_NUM6 = 8'b01000001,
			  SEG_NUM7 = 8'b00011111,
			  SEG_NUM8 = 8'b00000001,
			  SEG_NUM9 = 8'b00001001,
			  SEGD_NUM0 = 8'b00000010,   
           SEGD_NUM1 = 8'b10011110,
			  SEGD_NUM2 = 8'b00100100,
			  SEGD_NUM3 = 8'b00001100,
			  SEGD_NUM4 = 8'b10011000,
			  SEGD_NUM5 = 8'b01001000,
			  SEGD_NUM6 = 8'b01000000,
			  SEGD_NUM7 = 8'b00011110,
			  SEGD_NUM8 = 8'b00000000,
			  SEGD_NUM9 = 8'b00001000;
parameter  DUAN_3 = 4'b0111,			  
			  DUAN_2 = 4'b1011,
			  DUAN_1 = 4'b1101,
			  DUAN_0 = 4'b1110;
reg [20:0] count = 0;
reg [3:0] ms1 = 0;    
reg [3:0] ms10 = 0;  
reg [3:0] ms100 = 0;  
reg [3:0] s1 = 0;  
reg [17:0] fenpin = 0;
reg clk_1ms = 0;
reg cen = 0;
integer fsm = 1;  
always @(posedge clk) begin
	   if(fenpin == 100000)
		   fenpin <= 0;
		else 
		   fenpin <= fenpin + 1'b1;
end
always @ (posedge clk) begin
   if(fenpin < 50000)
	    clk_1ms  <= 0;
	else
	    clk_1ms  <= 1;
end
always @ (posedge clk) begin
   count <= count + 1'b1;	
end
always @ (posedge clk_1ms or posedge rst) begin
if (rst) begin
fsm = 1;
cen = 0;
end
else begin
 case(fsm)
    0: begin  
	    cen = 1;
	    if(!switch) 
		 fsm = 1;
		 else	
		  fsm = 0;
	    end
	 1: begin   
	    cen = 0;
	    if(switch)  
		 fsm = 0;
       else if(inc) 
		 fsm = 2;
		 else
		 fsm = 1;
       end		 
	 2: begin     
	    cen = 1;
	    fsm = 3;
		 end
	 3: begin
	    cen = 0;
		 if(inc)
		 fsm = 3;
		 else
		 fsm = 1;
	   end
 endcase
end
end
always @ (posedge clk_1ms) begin 
if(!rst) begin
if(cen) begin
case(ms1)
	 4'b1001: ms1 <= 4'b0000;
	 default:  ms1 <= ms1 + 1'b1;
	 endcase
	 case(ms10)
	 4'b1001: begin
	           if(ms1 == 4'b1001)
	             ms10 <= 4'b0000;
				 end
	 default: begin
    	       if(ms1 == 4'b1001)
	             ms10 <= ms10 + 1'b1;
				 end
	 endcase
	 case(ms100)
	 4'b1001: begin
	           if(ms1 == 4'b1001 && ms10 == 4'b1001)
	             ms100 <= 4'b0000;
				 end
	 default: begin
    	       if(ms1 == 4'b1001 && ms10 == 4'b1001)
	             ms100 <= ms100 + 1'b1;
				 end
	 endcase
	 case(s1)
	 4'b1001: begin
	           if(ms1 == 4'b1001 && ms10 == 4'b1001 && ms100 == 4'b1001)
	             s1 <= 4'b0000;
				 end
	 default: begin
    	       if(ms1 == 4'b1001 && ms10 == 4'b1001 && ms100 == 4'b1001)
	             s1 <= s1 + 1'b1;
				 end
	 endcase
end
end
else begin
ms1 <= 0;
ms100 <= 0;
ms10 <= 0;
s1 <= 0;
end
end
always @ (posedge clk) begin
  case(count[19:18])
  2'b00: begin
          loc <= DUAN_3;
			 case(s1)
			 4'b0000: num <= SEGD_NUM0;
			 4'b0001: num <= SEGD_NUM1;
			 4'b0010: num <= SEGD_NUM2;
			 4'b0011: num <= SEGD_NUM3;
			 4'b0100: num <= SEGD_NUM4;
			 4'b0101: num <= SEGD_NUM5;
			 4'b0110: num <= SEGD_NUM6;
			 4'b0111: num <= SEGD_NUM7;
			 4'b1000: num <= SEGD_NUM8;
			 4'b1001: num <= SEGD_NUM9;
			 endcase
			end
  2'b01: begin
          loc <= DUAN_2;
			 case(ms100)
			 4'b0000: num <= SEG_NUM0;
			 4'b0001: num <= SEG_NUM1;
			 4'b0010: num <= SEG_NUM2;
			 4'b0011: num <= SEG_NUM3;
			 4'b0100: num <= SEG_NUM4;
			 4'b0101: num <= SEG_NUM5;
			 4'b0110: num <= SEG_NUM6;
			 4'b0111: num <= SEG_NUM7;
			 4'b1000: num <= SEG_NUM8;
			 4'b1001: num <= SEG_NUM9;
			 endcase
			end
  2'b10: begin
          loc <= DUAN_1;
			 case(ms10)
			 4'b0000: num <= SEG_NUM0;
			 4'b0001: num <= SEG_NUM1;
			 4'b0010: num <= SEG_NUM2;
			 4'b0011: num <= SEG_NUM3;
			 4'b0100: num <= SEG_NUM4;
			 4'b0101: num <= SEG_NUM5;
			 4'b0110: num <= SEG_NUM6;
			 4'b0111: num <= SEG_NUM7;
			 4'b1000: num <= SEG_NUM8;
			 4'b1001: num <= SEG_NUM9;
			 endcase
			end
  2'b11: begin
          loc <= DUAN_0;
			 case(ms1)
			 4'b0000: num <= SEG_NUM0;
			 4'b0001: num <= SEG_NUM1;
			 4'b0010: num <= SEG_NUM2;
			 4'b0011: num <= SEG_NUM3;
			 4'b0100: num <= SEG_NUM4;
			 4'b0101: num <= SEG_NUM5;
			 4'b0110: num <= SEG_NUM6;
			 4'b0111: num <= SEG_NUM7;
			 4'b1000: num <= SEG_NUM8;
			 4'b1001: num <= SEG_NUM9;
			 endcase
			end
  endcase
end
endmodule
--- config.mk ---
export PLATFORM = sky130hd
export DESIGN_NAME = ms_timer
export DESIGN_NICKNAME = ms_timer
export VERILOG_FILES = /design/flow/design.v
export SDC_FILE = /design/flow/constraint.sdc
export NUM_CORES = 4
export LEC_CHECK = 1
export CORE_UTILIZATION = 40
--- run.sh ---
#!/bin/bash
# OpenROAD 26Q1-2900-gdf79404cd8, Yosys 0.63+post, stock flow scripts
make -C /OpenROAD-flow-scripts/flow DESIGN_CONFIG=/design/flow/config.mk WORK_HOME=/design/flow/orfs finish
--- constraint.sdc ---
current_design ms_timer

set clk_period 5.1
set clk_io_pct 0.2

create_clock -name clk0 -period $clk_period [get_ports {clk}]

set non_clock_inputs [all_inputs -no_clocks]
set_input_delay [expr $clk_period * $clk_io_pct] -clock clk0 $non_clock_inputs
set_output_delay [expr $clk_period * $clk_io_pct] -clock clk0 [all_outputs]
==> qor.yml <==
run_status:
  status: "completed"
global_route:
  grt_max_degree: 21
  grt-ovfl-total: 0
  grt_pass1_wl_um: 10780
  track_usage: 0.1486
  grt_pass1_vias: 2258
  antenna_found_initial: 0
detailed_routing:
  wl_per_cell_um: 12.79
  postRouteAntennaNets: 0
  dr.pass1.iters: 6
  n_antenna_cell: 0
  wirelength_um: 6368
  avgViaCountPerCell: 5.203
  num_vias: 2591
  drt-initial-drc-count: 72
  drc: 0
power_and_ir_drop:
  power_density_mw_per_mm2: 176.9
  p_leak_nw: 1.386
  intPower_w: 0.0005377
  power_frac_comb: 0.011
  clkPwrFrac: 0.386
  p_sw_w: 0.0001363
  seqPwrFrac: 0.603
  switching_share: 0.2023
  vdd_drop_max_mv: 0.1078
die:
  die_area_mm2: 0.009297
  chipHeight_um: 96.42
  coreArea_mm2: 0.008678
  die_w_um: 96.42
  ios: 16
  initial_core_util: 0.4109
  num_rows: 34
critical_path:
  path_buffers: 1
  r2r_cells: 4
  crit_path_max_fanout: 1
  arrival_ns: 1.08
  cp-start-kind: "flop"
  critPathCaptureType: "output pin"
  cp.depth: 1
  cp_slowest_stage_delay_ns: 0.45
  worstPathCellList: "clkdlybuf4s50_1"
  critPathKind: "flop to output pin"
  critPathRequiredTime_ns: 4.08
  crit_slowest_cell: "clkdlybuf4s50_1"
  crit_family: "buffers and inverters"
synth:
  logic_family: "simple AND/OR/NAND/NOR gates"
  postSynthSeqShare: 0.4200
  yosys_cells: 393
  ys_warn_count: 1
  synthFlopType: "dfxtp_1"
  edf_count: 8
  ys_ff: 70
  syn_inst: 393
  synth.distinct_cells: 60
  syn_area_mm2: 0.003566
  yosys.area_share.adder: 0.01053
  ys_area_mm2: 0.003566
  async_flop_share: 0.04286
  avgSynthCellArea_um2: 9.074
  ys_sh_mux: 0.01298
  ys_sh_simple: 0.2772
  synthAoiAreaFrac: 0.1011
  xor_area_frac: 0.1179
layout:
  fillers: 872
  stdcell_area_mm2: 0.003810
  final-instance-count-excl-fill: 498
  seq_area_mm2: 0.001498
  layout-drive-gt1-share: 0.07692
  area_growth_syn_to_layout_pct: 6.842
  logic_area_mm2: 0.001853
place:
  post-place-ws_ns: 3.258
  gp_congestion: 0.8466
  dp_hpwl_um: 4692
  place_inst: 490
  io_buffers: 15
  place_area_mm2: 0.003700
hold_path:
  whs_path_depth: 1
  hold_class: "flop to flop"
sta:
  maxSlewHeadroom: 0.5178
  worst_slew_pin_slew_ns: 0.7210
  period_minus_slack_ns: 2.098
  fin_crit_sh: 0.4114
  setup_ws_ns: 3.002
  untimed_endpoints: 19
  finalSetupViolations: 0
  rsz0062_at_grt: "no"
  tns_ns: 0
  skew_ns: 0.01241
  slew_viol_final: 0
  unclocked_pins: 19
  hold_violations: 0
  clock.fmax_mhz: 476.6
clock_tree:
  cts-resized-gates: 0
  cts.htree.levels: 2
  clock_latency_ns: 0.30
  cts_tree: "yes"
  cts_setup_buffers: 0
  cts_max_path_buffers: 2
  postCtsHoldBufs: 0
  cts.reportedPaths.clkPinSlew_ns: 0.10
  root_buffer: "clkbuf_8"
  numCtsBuffers: 5
job:
  drv_cap: 0
  warnings: 26
## power groups by stage
stage | clock, W | sequential, W | combinational [W]
5_1_grt | 0.000289 | 0.000407 | 0.00000838
4_1_cts | 0.000269 | 0.000407 | 0.00000749
6_report | 0.000260 | 0.000407 | 0.00000725
## layer usage
layer | track usage | wire, um
met1 | 0.2403 | 3503
met2 | 0.2240 | 2689
met3 | 0.02068 | 152
met4 | 0.01225 | 23
met5 | 0 | 0
## path summary, 6_finish.rpt
path	start	endpoint	slack (ns)
worst max-delay path	loc[1]$_DFF_P_	loc[1]	3.00
worst min-delay path	count[0]$_DFF_P_	count[0]$_DFF_P_	0.40
worst max register to register	count[19]$_DFF_P_	num[2]$_DFFE_PP_	3.26
worst min register to register	count[0]$_DFF_P_	count[0]$_DFF_P_	0.40
## synthesized netlist by cell type, types with 2 or more instances
| cell type | n | area, um2 |
|---|---|---|
| xnor2_1 | 29 | 254.0 |
| or3_1 | 4 | 25.02 |
| inv_1 | 15 | 56.30 |
| and4_1 | 4 | 35.03 |
| nand3_1 | 22 | 110.1 |
| a211oi_1 | 4 | 30.03 |
| nor3_1 | 10 | 50.05 |
| clkbuf_1 | 6 | 22.52 |
| or2_2 | 4 | 25.02 |
| edfxtp_1 | 8 | 240.2 |
| a311o_1 | 2 | 20.02 |
| buf_4 | 5 | 37.54 |
| nor4bb_1 | 2 | 20.02 |
| nand2_1 | 26 | 97.59 |
| o21ai_0 | 14 | 70.07 |
| nor4_4 | 3 | 63.81 |
| a21oi_1 | 13 | 65.06 |
| nor2b_1 | 7 | 43.79 |
| or4_1 | 2 | 15.01 |
| and3_1 | 8 | 50.05 |
| a31o_2 | 2 | 17.52 |
| nor4_1 | 5 | 31.28 |
| buf_6 | 3 | 33.78 |
| nand4_1 | 16 | 100.1 |
| nand2b_1 | 11 | 68.82 |
| dfxtp_1 | 59 | 1181 |
| mux2i_1 | 2 | 20.02 |
| o221ai_1 | 2 | 17.52 |
| buf_2 | 13 | 65.06 |
| o211ai_1 | 2 | 15.01 |
| xor2_1 | 19 | 166.4 |
| dfrtp_1 | 2 | 50.05 |
| nor3b_2 | 2 | 25.02 |
| o2111ai_1 | 2 | 17.52 |
| ha_1 | 3 | 37.54 |
| nor2_1 | 38 | 142.6 |
## through the flow
stage	power (W)	hold WS [ns]	utilization
global placement	0.0004234	0.3783	0.4263
detailed placement	0.0004235	0.3839	0.4263
finish	0.0006740	0.4046	0.4390
floorplan	0.0004202	0.3703	-
CTS	0.0006828	0.4093	0.4390
global route	0.0007041	0.4418	0.4390
## cell type report
type | count | area share
Clock buffer | 6 | 0.02463
Clock inverter | 2 | 0.004269
Inverter | 15 | 0.01478
Multi-Input combinational cell | 281 | 0.4864
Sequential cell | 70 | 0.3931
Tap cell | 108 | 0.03547
Timing Repair Buffer | 16 | 0.04138
## registers in the layout, summed over array words and instances (netlist names)
name and count:
cen 1, clk_1ms 1, count 20, fenpin 18, fsm 2, loc 4
ms1 4, ms10 4, ms100 4, num 8, s1 4
## placed cells by master, fill, tap and decap left out, drive strengths merged, types with 3 or more instances in the layout
cell type	netlist	layout
nor4	8	8
edfxtp	8	8
dfxtp	59	59
nor3	10	10
or2	4	4
nand4	17	17
and4	4	4
o21ai	15	15
nand2b	11	11
a21oi	13	13
ha	3	3
inv	15	16
nand3	23	23
xor2	19	19
xnor2	29	29
a211oi	4	4
or3	4	4
and3	8	8
nor2	39	39
nor2b	7	7
nand2	26	26
clkdlybuf4s50	0	15
clkbuf	6	6
## logic make-up after synthesis
logic type                 after synthesis
buffers and inverters                   42
adders and majority gates                3
and+or+nand+nor                        172
DFF                                     70
muxes                                    4
AOI/OAI and AO/OA                       54
xor gates and xnor gates                48
Power is estimated from default activity; no workload was simulated.
